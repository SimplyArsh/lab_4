==> /design/flow/design.v <==
module clockDivider #(BASE_SPEED=50000000) (
	input inClock,
	input [31:0] speed,
	input reset,
	output reg outClock
);
	reg outClock_d;
	reg [31:0] counter = 0;
	reg [31:0] counter_d;
	wire [31:0] threshold = BASE_SPEED / speed;
	initial begin
		outClock = 0;
	end
	always@(posedge inClock) begin
		counter <= counter_d;
		outClock <= outClock_d;
	end
	always_comb begin
		if (reset || counter == (threshold / 2) - 1) begin
			counter_d = 0;
		end else begin
			counter_d = counter + 1;
		end
		if (reset) begin
			outClock_d = 0;
		end else if (counter == (threshold / 2) - 1 || counter == threshold) begin
			outClock_d = ~outClock;
		end else begin
			outClock_d = outClock;
		end
	end
endmodule
==> /design/flow/run.sh <==
#!/bin/bash
# OpenROAD 26Q1-2900-gdf79404cd8, Yosys 0.63+post, stock flow scripts
make -C /OpenROAD-flow-scripts/flow DESIGN_CONFIG=/design/flow/config.mk WORK_HOME=/design/flow/orfs finish
==> /design/flow/config.mk <==
export PLATFORM = sky130hd
export DESIGN_NAME = clockDivider
export DESIGN_NICKNAME = clockDivider
export VERILOG_FILES = /design/flow/design.v
export SDC_FILE = /design/flow/constraint.sdc
export NUM_CORES = 4
export LEC_CHECK = 1
export CORE_UTILIZATION = 30
==> /design/flow/constraint.sdc <==
current_design clockDivider

set clk_period 145.1
set clk_io_pct 0.2

create_clock -name clk0 -period $clk_period [get_ports {inClock}]

set non_clock_inputs [all_inputs -no_clocks]
set_input_delay [expr $clk_period * $clk_io_pct] -clock clk0 $non_clock_inputs
set_output_delay [expr $clk_period * $clk_io_pct] -clock clk0 [all_outputs]
==> results.txt <==
impl run done, here's what came out: status finished, final reports clean, initial antenna violation count 3, HP Start outClock$_SDFFE_PP0P_, chip height 343.3 um, Reg power frac 10.6%, R2R Path Start counter[27]$_SDFF_PP0_, pins over their slew limit 0, clock sinks 33, largest net degree at the start of global routing 42, # H-tree levels 2, final hold vios 0, Detail Placement HPWL 128200 um, DIE WIDTH 343.3 um, post-cts resize count 0, Cell Pwr Density 2.360 mW/mm^2, sw power 0.00004661 W, via/cell ratio 6.022, Distinct cells, synth 100, Synth Flop Type dfxtp_1, Die ar. 0.1178 mm^2, slowest stage delay, CP 0.92 ns, Core Region 0.1150 mm^2, worst setup path start speed[17], warnings from Yosys 1, Antenna Violating Nets Remaining 0, # Max-Cap Violations 0, Synth Instances 5242, Final WS setup 36.09 ns, most frequent CP cell ha_1, Slew HR 19.54%, CTS tree yes, switching share of power 52.38%, DP Cell Count 6738, Cell Count, Final, Fillers Out 6749, critical path endpoint category flop, Clock transition at path regs 0.06 ns, final wirelength 156800 um, gpl congestion 1.054, Int Pwr 0.00004235 W, Pwr Total 0.00008898 W, Post-CTS Setup Repair Bufs 0, Root Driver clkbuf_16, YS chip area 0.03494 mm^2, setup TNS 0 ns, Flops after synth 33, Post-route DRC 0, proportion of layout cells with a drive suffix above 1 6.763%, TritonCTS buffer count 5, Peak Freq 9.173 MHz, Wirelength per Cell 23.23 um, Ports 35, CP Data Required Time 145.25 ns, Hold/Removal Path Class flop to flop, Post-synth ARST share 0%, Log Warnings 25, Area Growth Syn to Fin 7.918%, CTS Buffer Depth 2, Min Hold Slack 0.5683 ns, Post-synth seq share 1.891%, first-pass GRT wire length 234000 um, kind of critical path input port to flop, Worst Max-Slew Pin Slew 1.192 ns, Clock Skew 0.004326 ns, starting DRC count in detailed routing 3754, cell area after synthesis 0.03494 mm^2, period utilization 75.13%, Leak 16.17 nW, fin crit period 109.01 ns, IO buf count 34, Crit-path slowest cell a41oi_1, DR pass1 iterations 23, RSZ-0062 raised after global routing no, Post-synth EDFFs 0, CTS Hold Buffers Added 0, Clock Power Share 14.2%, pre-CTS WS 37.66 ns, crit start category input port, Congestion Overflow GR 0, vias in the first global route 37290, final setup vio count 0, Total GRT Usage 26.19%, VDD IR-drop max 0.003575 mV, Vias 40650, Worst Path Arrival 109.16 ns, Avg Inst Size Synth 6.665 um^2, FP Core Util 30.39%, Worst-Skew Late Latency 0.29 ns, row count 124, CP Max Fanout 41, Gate power share 75.2%, ys cells 5242
cells by family (layout without fill, tap and decap cells):
group	after synthesis	in the layout	synth area share [%]
buf+inv	383	375	4.290
mux	107	107	3.341
simple gates	1918	1918	26.01
flops	33	33	1.891
fa+ha+maj	497	497	17.80
compound gates	1855	1855	35.43
xor+xnor	448	448	11.23
other cells	1	4	0.01073
power by group through the flow:
stage / registers, W / logic, W / clock network (W)
5_1_grt: 0.00000948 / 0.0000730 / 0.0000131
4_1_cts: 0.00000945 / 0.0000655 / 0.0000127
6_report: 0.00000945 / 0.0000669 / 0.0000126
flip-flops by register name, summed over array words and instances (netlist names):
| signal | count |
|---|---|
| counter | 32 |
| outClock | 1 |
stage by stage:
| step | utilization (%) | instance area, um^2 |
|---|---|---|
| 2_1_floorplan | - | 34940 |
| 3_3_place_gp | 32.64 | 37530 |
| 3_5_place_dp | 32.64 | 37530 |
| 4_1_cts | 32.79 | 37700 |
| 5_1_grt | 32.79 | 37700 |
| 6_report | 32.80 | 37700 |
cells in the mapped netlist, drive strengths merged (44+ instances only):
cell type / n / area share [%]
nor2: 563 / 6.1
nand2: 516 / 5.6
ha: 497 / 18
a21oi: 474 / 6.8
o21ai: 370 / 5.3
xnor2: 286 / 7.2
inv: 199 / 2.1
nor3: 193 / 2.9
a21o: 191 / 4.1
xor2: 162 / 4.1
nand3: 153 / 2.2
clkbuf: 137 / 1.5
o21a: 137 / 2.9
a31oi: 94 / 1.7
nand2b: 81 / 1.5
mux2: 77 / 2.5
nand4: 60 / 1.1
o211ai: 57 / 1.2
nor2b: 55 / 0.98
o31ai: 55 / 1.2
a211oi: 53 / 1.2
and2: 50 / 0.90
and3: 46 / 0.82
buf: 46 / 0.67
or3: 45 / 0.81
nor4: 44 / 0.82
metal layers:
layer / GRT usage (%) / vias to the layer above / wire length [um]
li1: - / 19680 / -
met1: 38.13 / 18980 / 71590
met2: 40.09 / 1725 / 66950
met3: 3.250 / 260 / 12350
met4: 8.194 / 0 / 5883
met5: 0 / - / 0
area by class of cell:
type                    instances  area (um^2)
repair buffers                167         1336
clock buffers                   5        125.1
well taps                    1512         1892
diodes                          3        7.507
clock inverters                 3        46.29
flip-flops and latches         33        660.6
inverters                     200        750.7
fillers                     12360        77260
multi-input cells            4826        32890
placed cells by master (no fill, tap or decap), drive strengths merged, types with 22 or more instances in the layout:
cell type | Yosys | layout
o211ai | 57 | 57
a211oi | 53 | 53
nor2 | 563 | 563
o21a | 137 | 137
a21oi | 474 | 474
o31ai | 55 | 55
nand3 | 153 | 153
ha | 497 | 497
nand2 | 516 | 516
or3 | 45 | 45
mux2i | 30 | 30
xor2 | 162 | 162
and3 | 46 | 46
xnor2 | 286 | 286
clkdlybuf4s50 | 0 | 33
nor4 | 44 | 44
a31oi | 94 | 94
and2 | 50 | 50
o21ai | 370 | 370
a21boi | 23 | 23
nor2b | 55 | 55
inv | 199 | 199
nand4 | 60 | 60
buf | 46 | 134
dfxtp | 33 | 33
mux2 | 77 | 77
a21o | 191 | 191
a31o | 22 | 22
a221oi | 24 | 24
o21bai | 36 | 36
or2 | 37 | 37
nor3 | 193 | 193
nand2b | 81 | 81
worst max-delay path, delay by kind of cell:
kind            cells  cell delay [ns]
compound gates    140            38.33
buf+inv            32             8.17
simple gates       84            21.98
mux                 5             1.83
fa+ha+maj          30             9.30
xor+xnor            1             0.18
worst paths after layout:
path / endpoint / depth (start not counted) / slack (ns)
worst max-delay path: outClock$_SDFFE_PP0P_ / 292 / 36.09
worst max register to register: counter[22]$_SDFF_PP0_ / 11 / 141.36
worst min-delay path: outClock$_SDFFE_PP0P_ / 1 / 0.57
worst min register to register: outClock$_SDFFE_PP0P_ / 1 / 0.57
Power is estimated from default activity; no workload was simulated.
