<file path="design.v">
module sevenSegDigit(input [3:0] decimalNum, input onSwitch, input [7:0] extra, output reg [7:0] dispBits);
	always_comb begin
		if (onSwitch) begin
			dispBits = 8'b11111111;
		end
		else if (extra != 8'b0) begin
			dispBits = extra;
		end
		else begin
			case (decimalNum)
				4'b0000: begin
					dispBits = 8'b11000000;
				end
				4'b0001: begin
					dispBits = 8'b11111001;
				end
				4'b0010: begin
					dispBits = 8'b10100100;
				end
				4'b0011: begin
					dispBits = 8'b10110000;
				end
				4'b0100: begin
					dispBits = 8'b10011001;
				end
				4'b0101: begin
					dispBits = 8'b10010010;
				end
				4'b0110: begin
					dispBits = 8'b10000010;
				end
				4'b0111: begin
					dispBits = 8'b11111000;
				end
				4'b1000: begin
					dispBits = 8'b10000000;
				end
				4'b1001: begin
					dispBits = 8'b10010000;
				end
				4'b1010: begin
					dispBits = 8'b10001000;
				end
				4'b1011: begin
					dispBits = 8'b10000011;
				end
				4'b1100: begin
					dispBits = 8'b11000110;
				end
				4'b1101: begin
					dispBits = 8'b10100001;
				end
				4'b1110: begin
					dispBits = 8'b10000110;
				end
				4'b1111: begin
					dispBits = 8'b10001110;
				end
				default: begin
					dispBits = 8'b11111111;
				end
			endcase
		end
	end
endmodule
</file>
<file path="run.sh">
#!/bin/bash
# OpenROAD 26Q1-2900-gdf79404cd8, Yosys 0.63+post, stock flow scripts
make -C /OpenROAD-flow-scripts/flow DESIGN_CONFIG=/design/flow/config.mk WORK_HOME=/design/flow/orfs finish
</file>
<file path="config.mk">
export PLATFORM = sky130hd
export DESIGN_NAME = sevenSegDigit
export DESIGN_NICKNAME = sevenSegDigit
export VERILOG_FILES = /design/flow/design.v
export SDC_FILE = /design/flow/constraint.sdc
export NUM_CORES = 4
export LEC_CHECK = 1
export CORE_AREA = 10 10 70 70
export DIE_AREA = 0 0 80 80
</file>
<file path="constraint.sdc">
current_design sevenSegDigit

set clk_period 2.5
set clk_io_pct 0.2

create_clock -name clk0 -period $clk_period

set non_clock_inputs [all_inputs -no_clocks]
set_input_delay [expr $clk_period * $clk_io_pct] -clock clk0 $non_clock_inputs
set_output_delay [expr $clk_period * $clk_io_pct] -clock clk0 [all_outputs]
</file>
==> deck_impl_summary.md <==
Run Summary

Critical path
  • Launch point of the worst path: extra[4]
  • Required time at the worst-slack endpoint: 2.00 ns
  • Worst Path Arrival: roughly 1.9 ns
  • Crit path kind: in2out
  • Critical-path maximum fanout: 5
  • Type of element launching the critical path: input port
  • Endpoint type of the worst setup path: output pin

Placement
  • Post-DP HPWL: 1020 um
  • Placer congestion estimate: a little under 0.8
  • I/O Buffers: 21

Yosys
  • Top comb family, area: AND-OR/OR-AND gates
  • XOR/XNOR share of the synthesized area: 0%
  • Mean instance size in the synthesized netlist: 7.43 um^2
  • Most area-hungry cell type in the Yosys netlist: sky130_fd_sc_hd__ha_1
  • Largest type area fraction: 23.6%
  • Post-synthesis compound-gate area fraction: between 20% and 30%
  • Yosys warning total: 1
  • Synthesized instance count: around 50
  • Yosys cell count: 50
  • Yosys stat area: 372 um^2
  • Count of cell types in the netlist: 26
  • Most used standard cells in the synthesized netlist: sky130_fd_sc_hd__nor2_1, sky130_fd_sc_hd__ha_1, sky130_fd_sc_hd__o21ai_1, sky130_fd_sc_hd__mux2i_1, sky130_fd_sc_hd__nand2_1
  • Most used standard cell by instance count after synthesis: sky130_fd_sc_hd__nor2_1
  • Biggest area contributors in the synthesized netlist: sky130_fd_sc_hd__ha_1, sky130_fd_sc_hd__mux2i_1, sky130_fd_sc_hd__nor2_1
  • Post-synthesis share of cell area spent on and, or, nand and nor gates: 25.9%
  • Share of synthesized area occupied by flip-flops and latches: 0%
  • Area of the mapped netlist: 372 um^2
  • Arithmetic-cell share of the synthesized area counting full adders, half adders and majority gates: 23.6%
  • Proportion of synthesized area in mux cells: 14.1%

Run
  • Tool Warnings: 38
  • Maxcap violations: 0

Final timing
  • Number of failing hold endpoints at the final stage: 0
  • Slew margin rel.: 74.6%
  • Final-layout worst hold slack: 1.44 ns
  • Post-route fraction of the period consumed by the critical path: between 90% and 100%
  • Final max-slew violation count: 0
  • Max Fclk: 425 MHz
  • Post-route minimum period: between 2 and 2.5 ns
  • Setup-failing EPs final: 0
  • Worst-Margin Slew: 0.381 ns
  • RSZ-0062 raised after global routing: false

Global route
  • GRT Total Usage: a little over 4%
  • Number of global-route vias before repair: 481
  • Antenna violations before repair: 0
  • Pin count of the biggest net entering global routing: 12
  • Highest-utilization routing layer at the global route stage: met1
  • Met2 demand-to-capacity share in global routing: 5.46%
  • Global-route wire length before repair: 2260 um
  • Met3 Resource Use GR: under 10%
  • GR met1 Demand/Resource: 6.59%
  • Total congestion overflow: 0

Floorplanning
  • Total core area: 3420 um^2
  • Die y size: 80 um
  • Number of ports placed on the die boundary: 21
  • Floorplan utilization: 10.9%
  • Horizontal extent of the die: 80 um
  • FP Rows: 21
  • Overall chip area: between 6000 and 7000 um^2

Drt
  • WL per Instance: just over 10 um
  • Per-cell via count in the routed design: approximately 3.7
  • Diodes inserted: 0
  • Detailed-routing iteration count for the pre-antenna-repair pass: 4
  • Residual DRC: 0
  • Antenna Violating Nets Remaining: 0
  • Detailed-route wire length: about 1400 um
  • Vias after detailed routing: 489
  • 1st-iter DRT viols: 9

Cells and area
  • Flip-flop and latch area: 0 um^2
  • Clock Buffer Count: 0
  • Count of flip-flops and latches: 0
  • Total of fill cells in the finished design: ~380
  • Combinational gate area: 394 um^2
  • Area overhead of the layout relative to synthesis: 114%
  • Fraction of final layout cells with drive strength greater than 1: 39.1%

Worst hold path
  • Startpoint of the most critical hold path: extra[0]
  • Worst Hold Path Cells: 4
  • Worst Hold Class: in2out

Power
  • Total power consumption of the routed design: 0.0936 mW
  • Cell area power density: between 100 and 150 nW/um^2
  • VDD IR-drop max: 42.7 uV
  • Lkg Pwr: 0.348 nW

Run status
  • Outcome: completed

Clocking
  • Post-cts hold buffer count: 0
cells in the final DEF (no fill, tap or decap), types with 2 or more instances in the layout:
cell,instances
sky130_fd_sc_hd__buf_4,15
sky130_fd_sc_hd__dlygate4sd2_1,14
sky130_fd_sc_hd__nor2_1,8
sky130_fd_sc_hd__ha_1,5
sky130_fd_sc_hd__o21ai_1,4
sky130_fd_sc_hd__nand2_1,3
sky130_fd_sc_hd__mux2i_1,3
sky130_fd_sc_hd__buf_6,3
sky130_fd_sc_hd__inv_2,2
sky130_fd_sc_hd__nor4_4,2
sky130_fd_sc_hd__ha_2,2
sky130_fd_sc_hd__clkdlybuf4s50_1,2
sky130_fd_sc_hd__clkbuf_2,2
path summary, 6_finish.rpt:
path,end
max,dispBits[7]
min,dispBits[0]
cell families after synthesis:
family | Yosys count
compound gates | 15
fa+ha+maj | 7
buf+inv | 5
mux | 5
simple gates | 18
area by class of cell:
class                      instances  area share [%]
timing repair buffer              40            42.4
tap                               46            7.22
inverter                           2           0.942
multi-input combinational         45            49.5
report_power, final:
group	switching [mW]	internal (mW)
Clock	0	0
Combinational	0.0422	0.0513
Sequential	0	0
repair_timing:
| action | 4_1_cts | 5_1_grt |
|---|---|---|
| setup endpoints to repair | 8 | 3 |
| resized | 32 | 8 |
| cloned | 1 | 0 |
| pin swaps | 7 | 3 |
| buffers inserted | 9 | 1 |
worst max-delay path: stages:
cell and delay [ns]:
sky130_fd_sc_hd__dlygate4sd2_1 0.27, sky130_fd_sc_hd__nor4_4 0.30, sky130_fd_sc_hd__nand2_2 0.13, sky130_fd_sc_hd__buf_4 0.15
sky130_fd_sc_hd__nand2_1 0.05, sky130_fd_sc_hd__clkdlybuf4s50_1 0.45
metrics by stage:
step / worst slack [ns] / TNS, ns / instance area [um^2] / std cells / utilization, %
2_1_floorplan: 0.739 / 0 / 372 / 50 / -
3_3_place_gp: -0.386 / -2.09 / 679 / 122 / 19.9
3_5_place_dp: -0.388 / -2.16 / 679 / 122 / 19.9
4_1_cts: 0.0218 / 0 / 779 / 132 / 22.8
5_1_grt: 0.0677 / 0 / 797 / 133 / 23.3
6_report: 0.149 / 0 / 797 / 133 / 23.3
routing by layer:
layer	share of wire, %	vias up
met5	0	-
met4	0	0
met3	11	0
met2	36	22
met1	53	210
li1	-	257
Power figures rest on the tool's default switching activity, not on a simulated workload.
